$ cat ./config.mk
export PLATFORM = sky130hd
export DESIGN_NAME = comb_mem_d2
export DESIGN_NICKNAME = comb_mem_d2
export VERILOG_FILES = /design/flow/design.v
export SDC_FILE = /design/flow/constraint.sdc
export NUM_CORES = 4
export LEC_CHECK = 1
export CORE_UTILIZATION = 40
export SYNTH_MEMORY_MAX_BITS = 65536
$ cat ./constraint.sdc
current_design comb_mem_d2

set clk_period 48.3
set clk_io_pct 0.2

create_clock -name clk0 -period $clk_period [get_ports {clk}]

set non_clock_inputs [all_inputs -no_clocks]
set_input_delay [expr $clk_period * $clk_io_pct] -clock clk0 $non_clock_inputs
set_output_delay [expr $clk_period * $clk_io_pct] -clock clk0 [all_outputs]
$ cat ./run.sh
#!/bin/bash
# OpenROAD 26Q1-2900-gdf79404cd8, Yosys 0.63+post, stock flow scripts
make -C /OpenROAD-flow-scripts/flow DESIGN_CONFIG=/design/flow/config.mk WORK_HOME=/design/flow/orfs finish
$ cat ./design.v
module comb_mem_d1 #(
    parameter WIDTH = 32,
    parameter SIZE = 16,
    parameter IDX_SIZE = 4
) (
   input wire                logic [IDX_SIZE-1:0] addr0,
   input wire                logic [ WIDTH-1:0] write_data,
   output logic [ WIDTH-1:0] read_data,
   input wire                logic write_en,
   input wire                logic clk,
   input wire                logic reset,
   output logic              done
);
   logic [WIDTH-1:0]         mem[SIZE-1:0];
  assign read_data = mem[addr0];
  always_ff @(posedge clk) begin
    if (reset)
      done <= '0;
    else if (write_en)
      done <= '1;
    else
      done <= '0;
  end
  always_ff @(posedge clk) begin
    if (!reset && write_en)
      mem[addr0] <= write_data;
  end
endmodule
module comb_mem_d2 #(
    parameter WIDTH = 32,
    parameter D0_SIZE = 16,
    parameter D1_SIZE = 16,
    parameter D0_IDX_SIZE = 4,
    parameter D1_IDX_SIZE = 4
) (
   input wire                logic [D0_IDX_SIZE-1:0] addr0,
   input wire                logic [D1_IDX_SIZE-1:0] addr1,
   input wire                logic [ WIDTH-1:0] write_data,
   input wire                logic write_en,
   input wire                logic clk,
   input wire                logic reset,
   output logic [ WIDTH-1:0] read_data,
   output logic              done
);
  logic [WIDTH-1:0] mem[D0_SIZE-1:0][D1_SIZE-1:0];
  assign read_data = mem[addr0][addr1];
  always_ff @(posedge clk) begin
    if (reset)
      done <= '0;
    else if (write_en)
      done <= '1;
    else
      done <= '0;
  end
  always_ff @(posedge clk) begin
    if (!reset && write_en)
      mem[addr0][addr1] <= write_data;
  end
endmodule
module comb_mem_d3 #(
    parameter WIDTH = 32,
    parameter D0_SIZE = 16,
    parameter D1_SIZE = 16,
    parameter D2_SIZE = 16,
    parameter D0_IDX_SIZE = 4,
    parameter D1_IDX_SIZE = 4,
    parameter D2_IDX_SIZE = 4
) (
   input wire                logic [D0_IDX_SIZE-1:0] addr0,
   input wire                logic [D1_IDX_SIZE-1:0] addr1,
   input wire                logic [D2_IDX_SIZE-1:0] addr2,
   input wire                logic [ WIDTH-1:0] write_data,
   input wire                logic write_en,
   input wire                logic clk,
   input wire                logic reset,
   output logic [ WIDTH-1:0] read_data,
   output logic              done
);
  logic [WIDTH-1:0] mem[D0_SIZE-1:0][D1_SIZE-1:0][D2_SIZE-1:0];
  assign read_data = mem[addr0][addr1][addr2];
  always_ff @(posedge clk) begin
    if (reset)
      done <= '0;
    else if (write_en)
      done <= '1;
    else
      done <= '0;
  end
  always_ff @(posedge clk) begin
    if (!reset && write_en)
      mem[addr0][addr1][addr2] <= write_data;
  end
endmodule
module comb_mem_d4 #(
    parameter WIDTH = 32,
    parameter D0_SIZE = 16,
    parameter D1_SIZE = 16,
    parameter D2_SIZE = 16,
    parameter D3_SIZE = 16,
    parameter D0_IDX_SIZE = 4,
    parameter D1_IDX_SIZE = 4,
    parameter D2_IDX_SIZE = 4,
    parameter D3_IDX_SIZE = 4
) (
   input wire                logic [D0_IDX_SIZE-1:0] addr0,
   input wire                logic [D1_IDX_SIZE-1:0] addr1,
   input wire                logic [D2_IDX_SIZE-1:0] addr2,
   input wire                logic [D3_IDX_SIZE-1:0] addr3,
   input wire                logic [ WIDTH-1:0] write_data,
   input wire                logic write_en,
   input wire                logic clk,
   input wire                logic reset,
   output logic [ WIDTH-1:0] read_data,
   output logic              done
);
  logic [WIDTH-1:0] mem[D0_SIZE-1:0][D1_SIZE-1:0][D2_SIZE-1:0][D3_SIZE-1:0];
  assign read_data = mem[addr0][addr1][addr2][addr3];
  always_ff @(posedge clk) begin
    if (reset)
      done <= '0;
    else if (write_en)
      done <= '1;
    else
      done <= '0;
  end
  always_ff @(posedge clk) begin
    if (!reset && write_en)
      mem[addr0][addr1][addr2][addr3] <= write_data;
  end
endmodule
module seq_mem_d1 #(
    parameter WIDTH = 32,
    parameter SIZE = 16,
    parameter IDX_SIZE = 4
) (
   input wire logic clk,
   input wire logic reset,
   input wire logic [IDX_SIZE-1:0] addr0,
   input wire logic read_en,
   output logic [ WIDTH-1:0] read_data,
   output logic read_done,
   input wire logic [ WIDTH-1:0] write_data,
   input wire logic write_en,
   output logic write_done
);
  (* ram_style = "ultra" *)  logic [WIDTH-1:0] mem[SIZE-1:0];
  logic [WIDTH-1:0] read_out;
  assign read_data = read_out;
  always_ff @(posedge clk) begin
    if (reset) begin
      read_out <= '0;
    end else if (read_en) begin
      read_out <= mem[addr0];
    end else if (write_en) begin
      read_out <= 'x;
    end else begin
      read_out <= read_out;
    end
  end
  always_ff @(posedge clk) begin
    if (reset) begin
      read_done <= '0;
    end else if (read_en) begin
      read_done <= '1;
    end else begin
      read_done <= '0;
    end
  end
  always_ff @(posedge clk) begin
    if (!reset && write_en)
      mem[addr0] <= write_data;
  end
  always_ff @(posedge clk) begin
    if (reset) begin
      write_done <= '0;
    end else if (write_en) begin
      write_done <= 1'd1;
    end else begin
      write_done <= '0;
    end
  end
endmodule
module seq_mem_d2 #(
    parameter WIDTH = 32,
    parameter D0_SIZE = 16,
    parameter D1_SIZE = 16,
    parameter D0_IDX_SIZE = 4,
    parameter D1_IDX_SIZE = 4
) (
   input wire logic clk,
   input wire logic reset,
   input wire logic [D0_IDX_SIZE-1:0] addr0,
   input wire logic [D1_IDX_SIZE-1:0] addr1,
   input wire logic read_en,
   output logic [WIDTH-1:0] read_data,
   output logic read_done,
   input wire logic write_en,
   input wire logic [ WIDTH-1:0] write_data,
   output logic write_done
);
  wire [D0_IDX_SIZE+D1_IDX_SIZE-1:0] addr;
  assign addr = addr0 * D1_SIZE + addr1;
  seq_mem_d1 #(.WIDTH(WIDTH), .SIZE(D0_SIZE * D1_SIZE), .IDX_SIZE(D0_IDX_SIZE+D1_IDX_SIZE)) mem
     (.clk(clk), .reset(reset), .addr0(addr),
    .read_en(read_en), .read_data(read_data), .read_done(read_done), .write_data(write_data), .write_en(write_en),
    .write_done(write_done));
endmodule
module seq_mem_d3 #(
    parameter WIDTH = 32,
    parameter D0_SIZE = 16,
    parameter D1_SIZE = 16,
    parameter D2_SIZE = 16,
    parameter D0_IDX_SIZE = 4,
    parameter D1_IDX_SIZE = 4,
    parameter D2_IDX_SIZE = 4
) (
   input wire logic clk,
   input wire logic reset,
   input wire logic [D0_IDX_SIZE-1:0] addr0,
   input wire logic [D1_IDX_SIZE-1:0] addr1,
   input wire logic [D2_IDX_SIZE-1:0] addr2,
   input wire logic read_en,
   output logic [WIDTH-1:0] read_data,
   output logic read_done,
   input wire logic write_en,
   input wire logic [ WIDTH-1:0] write_data,
   output logic write_done
);
  wire [D0_IDX_SIZE+D1_IDX_SIZE+D2_IDX_SIZE-1:0] addr;
  assign addr = addr0 * (D1_SIZE * D2_SIZE) + addr1 * (D2_SIZE) + addr2;
  seq_mem_d1 #(.WIDTH(WIDTH), .SIZE(D0_SIZE * D1_SIZE * D2_SIZE), .IDX_SIZE(D0_IDX_SIZE+D1_IDX_SIZE+D2_IDX_SIZE)) mem
     (.clk(clk), .reset(reset), .addr0(addr),
    .read_en(read_en), .read_data(read_data), .read_done(read_done), .write_data(write_data), .write_en(write_en),
    .write_done(write_done));
endmodule
module seq_mem_d4 #(
    parameter WIDTH = 32,
    parameter D0_SIZE = 16,
    parameter D1_SIZE = 16,
    parameter D2_SIZE = 16,
    parameter D3_SIZE = 16,
    parameter D0_IDX_SIZE = 4,
    parameter D1_IDX_SIZE = 4,
    parameter D2_IDX_SIZE = 4,
    parameter D3_IDX_SIZE = 4
) (
   input wire logic clk,
   input wire logic reset,
   input wire logic [D0_IDX_SIZE-1:0] addr0,
   input wire logic [D1_IDX_SIZE-1:0] addr1,
   input wire logic [D2_IDX_SIZE-1:0] addr2,
   input wire logic [D3_IDX_SIZE-1:0] addr3,
   input wire logic read_en,
   output logic [WIDTH-1:0] read_data,
   output logic read_done,
   input wire logic write_en,
   input wire logic [ WIDTH-1:0] write_data,
   output logic write_done
);
  wire [D0_IDX_SIZE+D1_IDX_SIZE+D2_IDX_SIZE+D3_IDX_SIZE-1:0] addr;
  assign addr = addr0 * (D1_SIZE * D2_SIZE * D3_SIZE) + addr1 * (D2_SIZE * D3_SIZE) + addr2 * (D3_SIZE) + addr3;
  seq_mem_d1 #(.WIDTH(WIDTH), .SIZE(D0_SIZE * D1_SIZE * D2_SIZE * D3_SIZE), .IDX_SIZE(D0_IDX_SIZE+D1_IDX_SIZE+D2_IDX_SIZE+D3_IDX_SIZE)) mem
     (.clk(clk), .reset(reset), .addr0(addr),
    .read_en(read_en), .read_data(read_data), .read_done(read_done), .write_data(write_data), .write_en(write_en),
    .write_done(write_done));
endmodule
==> qor.yml <==
final_timing:
  rsz0062_at_grt: "false"
  hold_viol: 0
  slew-limit-headroom: 0.0226
  max_freq_ghz: 0.0356
  drv_slew: 0
  worst_slew_pin_slew_ns: 1.47
  period_used_share: 0.582
  fin_hold_ws_ns: 8.89
  finalSetupViolCount: 0
  setup_tns_ns: 0
  period_needed_ns: 28.09
detailed_routing:
  ant_nets: 0
  drt_iter0_drc: 10511
  dr_total_vias: 144694
  dr.pass1.iters: 7
  avgRoutedWirePerCell_um: 34.8
  routed_via_density: 5.83
  route.detailed.drc: 0
  finalWirelength_um: 864000
clock_network:
  clockBufferDepth: 4
  cts_max_level: 6
  numCtsBuffers: 782
  post_cts_buffers: 0
  cts_tree: "done"
  ctsHoldBuffers: 0
  ctsResizeCount: 0
  cts.sinks: 8193
  ctsRootBufferMaster: "clkbuf_16"
  clk_pin_slew_ns: 0.06
floorplanning:
  num_io_pins: 76
  rows: 322
  fp-utilization: 0.401
  dieArea_um2: 774000
  dieHeight_um: 880
  fp.dieW_um: 880
  core_um2: 768000
pwr:
  seqPwrFrac: 0.542
  p_int_mw: 11.3
  p_comb_frac: 0.048
  sw_frac_of_total: 0.215
  switchingPower_mw: 3.10
  pwr-share-clk: 0.410
  p_leak_nw: 107
  ir_worst_vdd_uv: 39.9
  power_density_nw_per_um2: 41.0
synth:
  synth.most_common_cell: "edfxtp_1"
  top_area_frac: 0.798
  synth_flops: 8193
  yosys-top-cells-area: "edfxtp_1, mux4_2, a22oi_1, a21oi_1, clkbuf_1"
  yosysUniqueCellTypes: 21
  ys_cells: 13035
  syn-instance-count: 13035
  synth.yosys.seq_area_share: 0.798
  common_cells: "edfxtp_1, mux4_2, a22oi_1, a21oi_1, clkbuf_1"
  syn_avg_cell_area_um2: 23.6
  edf_count: 8192
  synth_area_um2: 308000
  ys_chip_area_um2: 308000
  ff_type: "edfxtp_1"
  async_flop_share: 0
  ys_warn_count: 1
  yosys.area.top_type: "edfxtp_1"
setup_path:
  path_class: "in -> out"
  required_ns: 38.64
  worstPathArrival_ns: 18.43
  critical_path.startpoint_type: "input pin"
  crit_fanout: 93
  end_kind: "output pin"
cells_and_area:
  layout-drive-gt1-share: 0.297
  postLayoutCoreUtil: 0.459
  syn_to_final_growth_pct: 14.3
  n_fill_cell: 61688
  final_cell_area_um2: 352000
  instances_no_fill: 24834
run:
  maxCapViolCount: 0
  tool_warnings: 26
place:
  place_inst: 23370
  gp_congestion: 0.874
  dpl_cell_area_um2: 328000
  hpwlAfterDp_um: 502000
  portBuffers: 75
hold_path:
  hp-class: "in -> reg"
global_routing:
  use_met1: 0.273
  grtUsageMet3: 0.216
  grt_pass1_vias: 159521
  grtUsageTotal: 0.247
  grtUsageMet2: 0.347
  grt_overflow_total: 0
  grt_busiest_layer: "met2"
  grt_max_degree: 94
  antenna_found_initial: 44
  grt_pass1_wl_um: 1210000
run_status:
  outcome: "completed"
[sequential cells by signal (all words and copies together), names as in the netlist]
register and flops:
mem 8192, done 1
[worst max-delay path: stages]
cell	delay (ns)
buf_16	0.33
buf_4	0.71
buf_4	0.55
buf_4	0.51
buf_4	0.52
buf_4	0.52
buf_4	0.64
buf_4	0.52
buf_4	0.65
mux4_2	0.40
a22oi_1	0.39
a21oi_1	0.23
buf_4	0.22
o41ai_2	1.02
buf_4	0.38
nand4_1	0.29
clkdlybuf4s50_1	0.51
[per-stage QoR]
step           power (mW)  setup slack (ns)
2_1_floorplan        8.31             27.05
3_3_place_gp         8.67             20.02
3_5_place_dp         8.68             20.02
4_1_cts              14.5             20.05
5_1_grt              14.8             19.90
6_report             14.4             20.21
[layout by cell type, fill, tap and decap left out, types with 51 or more instances in the layout]
cell type	synthesis	routed
buf_4	30	826
bufinv_16	0	51
nor2_4	0	258
a22oi_1	1024	1024
clkbuf_16	0	790
clkinv_2	0	122
o41ai_2	0	78
mux4_2	2048	2048
a21oi_1	512	512
clkinv_1	0	206
clkbuf_1	489	199
edfxtp_1	8192	8192
[path summary, 6_finish.rpt]
check	from	slack, ns	endpoint	cells past startpoint
worst max-delay path	addr1[1]	20.21	read_data[17]	17
worst min-delay path	write_data[23]	8.89	mem[246][23]	1
[layout make-up]
type / count / area [um2] / area share
well taps: 10206 / 12800 / 0.0362
multi-input cells: 4054 / 61700 / 0.175
repair buffers: 918 / 7450 / 0.0211
clock inverters: 450 / 3920 / 0.0111
diodes: 24 / 60.1 / 0.000170
clock buffers: 989 / 20500 / 0.0582
flip-flops and latches: 8193 / 246000 / 0.698
[per-layer routing]
metal  up-vias  share of wire
li1      58663              -
met1     74001           0.29
met2     10511           0.46
met3      1467           0.20
met4        52          0.052
met5         -         0.0011
[power groups by stage]
stage | sequential (mW) | clock [mW] | combinational (mW)
finish | 7.83 | 5.92 | 0.690
global route | 7.83 | 6.26 | 0.735
CTS | 7.83 | 6.01 | 0.696
[cells by family (layout without fill, tap and decap cells)]
group,Yosys count,count (layout),synth area share
other cells,0,24,0
flops,8193,8193,0.798
simple gates,342,342,0.00457
compound gates,1664,1664,0.0369
buf+inv,788,2357,0.0109
mux,2048,2048,0.150
Power and IR drop assume default switching activity.
