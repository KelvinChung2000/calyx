==> design/flow/design.v <==
module std_fp_add #(
    parameter WIDTH = 32,
    parameter INT_WIDTH = 16,
    parameter FRAC_WIDTH = 16
) (
    input  logic [WIDTH-1:0] left,
    input  logic [WIDTH-1:0] right,
    output logic [WIDTH-1:0] out
);
  assign out = left + right;
endmodule
module std_fp_sub #(
    parameter WIDTH = 32,
    parameter INT_WIDTH = 16,
    parameter FRAC_WIDTH = 16
) (
    input  logic [WIDTH-1:0] left,
    input  logic [WIDTH-1:0] right,
    output logic [WIDTH-1:0] out
);
  assign out = left - right;
endmodule
module std_fp_mult_pipe #(
    parameter WIDTH = 32,
    parameter INT_WIDTH = 16,
    parameter FRAC_WIDTH = 16,
    parameter SIGNED = 0
) (
    input  logic [WIDTH-1:0] left,
    input  logic [WIDTH-1:0] right,
    input  logic             go,
    input  logic             clk,
    input  logic             reset,
    output logic [WIDTH-1:0] out,
    output logic             done
);
  logic [WIDTH-1:0]          rtmp;
  logic [WIDTH-1:0]          ltmp;
  logic [(WIDTH << 1) - 1:0] out_tmp;
  logic done_buf[1:0];
  assign done = done_buf[1];
  assign out = out_tmp[(WIDTH << 1) - INT_WIDTH - 1 : WIDTH - INT_WIDTH];
  logic start;
  assign start = go;
  always_ff @(posedge clk) begin
    if (start)
      done_buf[0] <= 1;
    else
      done_buf[0] <= 0;
  end
  always_ff @(posedge clk) begin
    if (go) begin
      done_buf[1] <= done_buf[0];
    end else begin
      done_buf[1] <= 0;
    end
  end
  always_ff @(posedge clk) begin
    if (reset) begin
      rtmp <= 0;
      ltmp <= 0;
    end else if (go) begin
      if (SIGNED) begin
        rtmp <= $signed(right);
        ltmp <= $signed(left);
      end else begin
        rtmp <= right;
        ltmp <= left;
      end
    end else begin
      rtmp <= 0;
      ltmp <= 0;
    end
  end
  always_ff @(posedge clk) begin
    if (reset) begin
      out_tmp <= 0;
    end else if (go) begin
      if (SIGNED) begin
        out_tmp <= $signed(
          { {WIDTH{ltmp[WIDTH-1]}}, ltmp} *
          { {WIDTH{rtmp[WIDTH-1]}}, rtmp}
        );
      end else begin
        out_tmp <= ltmp * rtmp;
      end
    end else begin
      out_tmp <= out_tmp;
    end
  end
endmodule
module std_fp_div_pipe #(
  parameter WIDTH = 32,
  parameter INT_WIDTH = 16,
  parameter FRAC_WIDTH = 16
) (
    input  logic             go,
    input  logic             clk,
    input  logic             reset,
    input  logic [WIDTH-1:0] left,
    input  logic [WIDTH-1:0] right,
    output logic [WIDTH-1:0] out_remainder,
    output logic [WIDTH-1:0] out_quotient,
    output logic             done
);
    localparam ITERATIONS = WIDTH + FRAC_WIDTH;
    logic [WIDTH-1:0] quotient, quotient_next;
    logic [WIDTH:0] acc, acc_next;
    logic [$clog2(ITERATIONS)-1:0] idx;
    logic start, running, finished, dividend_is_zero;
    assign start = go && !running;
    assign dividend_is_zero = start && left == 0;
    assign finished = idx == ITERATIONS - 1 && running;
    always_ff @(posedge clk) begin
      if (reset || finished || dividend_is_zero)
        running <= 0;
      else if (start)
        running <= 1;
      else
        running <= running;
    end
    always @* begin
      if (acc >= {1'b0, right}) begin
        acc_next = acc - right;
        {acc_next, quotient_next} = {acc_next[WIDTH-1:0], quotient, 1'b1};
      end else begin
        {acc_next, quotient_next} = {acc, quotient} << 1;
      end
    end
    always_ff @(posedge clk) begin
      if (dividend_is_zero || finished)
        done <= 1;
      else
        done <= 0;
    end
    always_ff @(posedge clk) begin
      if (running)
        idx <= idx + 1;
      else
        idx <= 0;
    end
    always_ff @(posedge clk) begin
      if (reset) begin
        out_quotient <= 0;
        out_remainder <= 0;
      end else if (start) begin
        out_quotient <= 0;
        out_remainder <= left;
      end else if (go == 0) begin
        out_quotient <= out_quotient;
        out_remainder <= out_remainder;
      end else if (dividend_is_zero) begin
        out_quotient <= 0;
        out_remainder <= 0;
      end else if (finished) begin
        out_quotient <= quotient_next;
        out_remainder <= out_remainder;
      end else begin
        out_quotient <= out_quotient;
        if (right <= out_remainder)
          out_remainder <= out_remainder - right;
        else
          out_remainder <= out_remainder;
      end
    end
    always_ff @(posedge clk) begin
      if (reset) begin
        acc <= 0;
        quotient <= 0;
      end else if (start) begin
        {acc, quotient} <= {{WIDTH{1'b0}}, left, 1'b0};
      end else begin
        acc <= acc_next;
        quotient <= quotient_next;
      end
    end
endmodule
module std_fp_gt #(
    parameter WIDTH = 32,
    parameter INT_WIDTH = 16,
    parameter FRAC_WIDTH = 16
) (
    input  logic [WIDTH-1:0] left,
    input  logic [WIDTH-1:0] right,
    output logic             out
);
  assign out = left > right;
endmodule
module std_fp_sadd #(
    parameter WIDTH = 32,
    parameter INT_WIDTH = 16,
    parameter FRAC_WIDTH = 16
) (
    input  signed [WIDTH-1:0] left,
    input  signed [WIDTH-1:0] right,
    output signed [WIDTH-1:0] out
);
  assign out = $signed(left + right);
endmodule
module std_fp_ssub #(
    parameter WIDTH = 32,
    parameter INT_WIDTH = 16,
    parameter FRAC_WIDTH = 16
) (
    input  signed [WIDTH-1:0] left,
    input  signed [WIDTH-1:0] right,
    output signed [WIDTH-1:0] out
);
  assign out = $signed(left - right);
endmodule
module std_fp_smult_pipe #(
    parameter WIDTH = 32,
    parameter INT_WIDTH = 16,
    parameter FRAC_WIDTH = 16
) (
    input  [WIDTH-1:0]              left,
    input  [WIDTH-1:0]              right,
    input  logic                    reset,
    input  logic                    go,
    input  logic                    clk,
    output logic [WIDTH-1:0]        out,
    output logic                    done
);
  std_fp_mult_pipe #(
    .WIDTH(WIDTH),
    .INT_WIDTH(INT_WIDTH),
    .FRAC_WIDTH(FRAC_WIDTH),
    .SIGNED(1)
  ) comp (
    .clk(clk),
    .done(done),
    .reset(reset),
    .go(go),
    .left(left),
    .right(right),
    .out(out)
  );
endmodule
module std_fp_sdiv_pipe #(
    parameter WIDTH = 32,
    parameter INT_WIDTH = 16,
    parameter FRAC_WIDTH = 16
) (
    input                     clk,
    input                     go,
    input                     reset,
    input  signed [WIDTH-1:0] left,
    input  signed [WIDTH-1:0] right,
    output signed [WIDTH-1:0] out_quotient,
    output signed [WIDTH-1:0] out_remainder,
    output logic              done
);
  logic signed [WIDTH-1:0] left_abs, right_abs, comp_out_q, comp_out_r, right_save, out_rem_intermediate;
  logic different_signs, left_sign, right_sign;
  always_ff @(posedge clk) begin
    if (go) begin
      right_save <= right_abs;
      left_sign <= left[WIDTH-1];
      right_sign <= right[WIDTH-1];
    end else begin
      left_sign <= left_sign;
      right_save <= right_save;
      right_sign <= right_sign;
    end
  end
  assign right_abs = right[WIDTH-1] ? -right : right;
  assign left_abs = left[WIDTH-1] ? -left : left;
  assign different_signs = left_sign ^ right_sign;
  assign out_quotient = different_signs ? -comp_out_q : comp_out_q;
  assign out_rem_intermediate = different_signs & |comp_out_r ? $signed(right_save - comp_out_r) : comp_out_r;
  assign out_remainder = right_sign ? -out_rem_intermediate : out_rem_intermediate;
  std_fp_div_pipe #(
    .WIDTH(WIDTH),
    .INT_WIDTH(INT_WIDTH),
    .FRAC_WIDTH(FRAC_WIDTH)
  ) comp (
    .reset(reset),
    .clk(clk),
    .done(done),
    .go(go),
    .left(left_abs),
    .right(right_abs),
    .out_quotient(comp_out_q),
    .out_remainder(comp_out_r)
  );
endmodule
module std_fp_sgt #(
    parameter WIDTH = 32,
    parameter INT_WIDTH = 16,
    parameter FRAC_WIDTH = 16
) (
    input  logic signed [WIDTH-1:0] left,
    input  logic signed [WIDTH-1:0] right,
    output logic signed             out
);
  assign out = $signed(left > right);
endmodule
module std_fp_slt #(
    parameter WIDTH = 32,
    parameter INT_WIDTH = 16,
    parameter FRAC_WIDTH = 16
) (
   input logic signed [WIDTH-1:0] left,
   input logic signed [WIDTH-1:0] right,
   output logic signed            out
);
  assign out = $signed(left < right);
endmodule
module std_mult_pipe #(
    parameter WIDTH = 32
) (
    input  logic [WIDTH-1:0] left,
    input  logic [WIDTH-1:0] right,
    input  logic             reset,
    input  logic             go,
    input  logic             clk,
    output logic [WIDTH-1:0] out,
    output logic             done
);
  std_fp_mult_pipe #(
    .WIDTH(WIDTH),
    .INT_WIDTH(WIDTH),
    .FRAC_WIDTH(0),
    .SIGNED(0)
  ) comp (
    .reset(reset),
    .clk(clk),
    .done(done),
    .go(go),
    .left(left),
    .right(right),
    .out(out)
  );
endmodule
module std_div_pipe #(
    parameter WIDTH = 32
) (
    input                    reset,
    input                    clk,
    input                    go,
    input        [WIDTH-1:0] left,
    input        [WIDTH-1:0] right,
    output logic [WIDTH-1:0] out_remainder,
    output logic [WIDTH-1:0] out_quotient,
    output logic             done
);
  logic [WIDTH-1:0] dividend;
  logic [(WIDTH-1)*2:0] divisor;
  logic [WIDTH-1:0] quotient;
  logic [WIDTH-1:0] quotient_msk;
  logic start, running, finished, dividend_is_zero;
  assign start = go && !running;
  assign finished = quotient_msk == 0 && running;
  assign dividend_is_zero = start && left == 0;
  always_ff @(posedge clk) begin
    if (finished || dividend_is_zero)
      done <= 1;
    else
      done <= 0;
  end
  always_ff @(posedge clk) begin
    if (reset || finished || dividend_is_zero)
      running <= 0;
    else if (start)
      running <= 1;
    else
      running <= running;
  end
  always_ff @(posedge clk) begin
    if (dividend_is_zero || start) begin
      out_quotient <= 0;
      out_remainder <= 0;
    end else if (finished) begin
      out_quotient <= quotient;
      out_remainder <= dividend;
    end else begin
      out_quotient <= out_quotient;
      out_remainder <= out_remainder;
    end
  end
  always_ff @(posedge clk) begin
    if (start)
      quotient_msk <= 1 << WIDTH - 1;
    else if (running)
      quotient_msk <= quotient_msk >> 1;
    else
      quotient_msk <= quotient_msk;
  end
  always_ff @(posedge clk) begin
    if (start)
      quotient <= 0;
    else if (divisor <= dividend)
      quotient <= quotient | quotient_msk;
    else
      quotient <= quotient;
  end
  always_ff @(posedge clk) begin
    if (start)
      dividend <= left;
    else if (divisor <= dividend)
      dividend <= dividend - divisor;
    else
      dividend <= dividend;
  end
  always_ff @(posedge clk) begin
    if (start) begin
      divisor <= right << WIDTH - 1;
    end else if (finished) begin
      divisor <= 0;
    end else begin
      divisor <= divisor >> 1;
    end
  end
endmodule
module std_sadd #(
    parameter WIDTH = 32
) (
    input  signed [WIDTH-1:0] left,
    input  signed [WIDTH-1:0] right,
    output signed [WIDTH-1:0] out
);
  assign out = $signed(left + right);
endmodule
module std_ssub #(
    parameter WIDTH = 32
) (
    input  signed [WIDTH-1:0] left,
    input  signed [WIDTH-1:0] right,
    output signed [WIDTH-1:0] out
);
  assign out = $signed(left - right);
endmodule
module std_smult_pipe #(
    parameter WIDTH = 32
) (
    input  logic                    reset,
    input  logic                    go,
    input  logic                    clk,
    input  signed       [WIDTH-1:0] left,
    input  signed       [WIDTH-1:0] right,
    output logic signed [WIDTH-1:0] out,
    output logic                    done
);
  std_fp_mult_pipe #(
    .WIDTH(WIDTH),
    .INT_WIDTH(WIDTH),
    .FRAC_WIDTH(0),
    .SIGNED(1)
  ) comp (
    .reset(reset),
    .clk(clk),
    .done(done),
    .go(go),
    .left(left),
    .right(right),
    .out(out)
  );
endmodule
module std_sdiv_pipe #(
    parameter WIDTH = 32
) (
    input                           reset,
    input                           clk,
    input                           go,
    input  logic signed [WIDTH-1:0] left,
    input  logic signed [WIDTH-1:0] right,
    output logic signed [WIDTH-1:0] out_quotient,
    output logic signed [WIDTH-1:0] out_remainder,
    output logic                    done
);
  logic signed [WIDTH-1:0] left_abs, right_abs, comp_out_q, comp_out_r, right_save, out_rem_intermediate;
  logic different_signs, left_sign, right_sign;
  always_ff @(posedge clk) begin
    if (go) begin
      right_save <= right_abs;
      left_sign <= left[WIDTH-1];
      right_sign <= right[WIDTH-1];
    end else begin
      left_sign <= left_sign;
      right_save <= right_save;
      right_sign <= right_sign;
    end
  end
  assign right_abs = right[WIDTH-1] ? -right : right;
  assign left_abs = left[WIDTH-1] ? -left : left;
  assign different_signs = left_sign ^ right_sign;
  assign out_quotient = different_signs ? -comp_out_q : comp_out_q;
  assign out_rem_intermediate = different_signs & |comp_out_r ? $signed(right_save - comp_out_r) : comp_out_r;
  assign out_remainder = right_sign ? -out_rem_intermediate : out_rem_intermediate;
  std_div_pipe #(
    .WIDTH(WIDTH)
  ) comp (
    .reset(reset),
    .clk(clk),
    .done(done),
    .go(go),
    .left(left_abs),
    .right(right_abs),
    .out_quotient(comp_out_q),
    .out_remainder(comp_out_r)
  );
endmodule
module std_sgt #(
    parameter WIDTH = 32
) (
    input  signed [WIDTH-1:0] left,
    input  signed [WIDTH-1:0] right,
    output signed             out
);
  assign out = $signed(left > right);
endmodule
module std_slt #(
    parameter WIDTH = 32
) (
    input  signed [WIDTH-1:0] left,
    input  signed [WIDTH-1:0] right,
    output signed             out
);
  assign out = $signed(left < right);
endmodule
module std_seq #(
    parameter WIDTH = 32
) (
    input  signed [WIDTH-1:0] left,
    input  signed [WIDTH-1:0] right,
    output signed             out
);
  assign out = $signed(left == right);
endmodule
module std_sneq #(
    parameter WIDTH = 32
) (
    input  signed [WIDTH-1:0] left,
    input  signed [WIDTH-1:0] right,
    output signed             out
);
  assign out = $signed(left != right);
endmodule
module std_sge #(
    parameter WIDTH = 32
) (
    input  signed [WIDTH-1:0] left,
    input  signed [WIDTH-1:0] right,
    output signed             out
);
  assign out = $signed(left >= right);
endmodule
module std_sle #(
    parameter WIDTH = 32
) (
    input  signed [WIDTH-1:0] left,
    input  signed [WIDTH-1:0] right,
    output signed             out
);
  assign out = $signed(left <= right);
endmodule
module std_slsh #(
    parameter WIDTH = 32
) (
    input  signed [WIDTH-1:0] left,
    input  signed [WIDTH-1:0] right,
    output signed [WIDTH-1:0] out
);
  assign out = left <<< right;
endmodule
module std_srsh #(
    parameter WIDTH = 32
) (
    input  signed [WIDTH-1:0] left,
    input  signed [WIDTH-1:0] right,
    output signed [WIDTH-1:0] out
);
  assign out = left >>> right;
endmodule
module std_signext #(
  parameter IN_WIDTH  = 32,
  parameter OUT_WIDTH = 32
) (
  input wire logic [IN_WIDTH-1:0]  in,
  output logic     [OUT_WIDTH-1:0] out
);
  localparam EXTEND = OUT_WIDTH - IN_WIDTH;
  assign out = { {EXTEND {in[IN_WIDTH-1]}}, in};
endmodule
module std_const_mult #(
    parameter WIDTH = 32,
    parameter VALUE = 1
) (
    input  signed [WIDTH-1:0] in,
    output signed [WIDTH-1:0] out
);
  assign out = in * VALUE;
endmodule
==> design/flow/run.sh <==
#!/bin/bash
# OpenROAD 26Q1-2900-gdf79404cd8, Yosys 0.63+post, stock flow scripts
make -C /OpenROAD-flow-scripts/flow DESIGN_CONFIG=/design/flow/config.mk WORK_HOME=/design/flow/orfs finish
==> design/flow/config.mk <==
export PLATFORM = sky130hd
export DESIGN_NAME = std_sdiv_pipe
export DESIGN_NICKNAME = std_sdiv_pipe
export VERILOG_FILES = /design/flow/design.v
export SDC_FILE = /design/flow/constraint.sdc
export NUM_CORES = 4
export LEC_CHECK = 1
export CORE_UTILIZATION = 40
==> design/flow/constraint.sdc <==
current_design std_sdiv_pipe

set clk_period 11.0
set clk_io_pct 0.2

create_clock -name clk0 -period $clk_period [get_ports {clk}]

set non_clock_inputs [all_inputs -no_clocks]
set_input_delay [expr $clk_period * $clk_io_pct] -clock clk0 $non_clock_inputs
set_output_delay [expr $clk_period * $clk_io_pct] -clock clk0 [all_outputs]
==> results_dict.tcl <==
# place-and-route summary
set metrics [dict create \
    ys_seq_share_pct 35.4 \
    synth.avg_cell_area_um2 7.98 \
    power_frac_clock_pct 27.3 \
    grt_overflow_total 0 \
    clock_path_buffers 3 \
    relSlewSlack_pct 47.6 \
    drt-met1-wl_um 22700 \
    chipArea_um2 42100 \
    crit_path_cell_trace "inv_1 > ha_1 > a21o_1 > a21o_1 > a2111oi_0 > o211ai_1 > and2_1 > a211oi_1 > o2111ai_1 > nor3_4 > nand4_4 > o31ai_2 > xnor2_1 > clkdlybuf4s50_1" \
    crit_family "AND-OR/OR-AND gates" \
    synth_cells 2070 \
    maxSlewViolCount 0 \
    cts_tree "yes" \
    cap_violations 0 \
    remaining_drc_errors 0 \
    fin_area_um2 19100 \
    h-tree-depth 1 \
    pre_cts_slack_ps 4220 \
    rsz0062_at_grt "no" \
    ys_seq_elements 259 \
    dp_hpwl_um 37400 \
    cp-start-kind "flop" \
    cts-resized-gates 0 \
    required_ps 8800 \
    seqCellArea_um2 5850 \
    antenna-diode-count 0 \
    drtIter0Drc 1087 \
    swShare_pct 35.4 \
    rows 74 \
    cpPeakStageDelay_ps 560 \
    cp_slowest_cell "a2111oi_0" \
    die_x_um 205 \
    root_buffer "clkbuf_16" \
    clock-sinks 259 \
    fp_util_pct 40.5 \
    logic_area_um2 9790 \
    layout_min_cycle_time_ps 7350 \
    power_density_nw_per_um2 173 \
    max_freq_mhz 136 \
    warnings 59 \
    highest_layer "met4" \
    cts_buffers 27 \
    grt_pass1_vias 13800 \
    die_y_um 205 \
    setup_slack_ps 3650 \
    ys_types 84 \
    gp_congestion 0.935 \
    synthArstFlopShare_pct 0 \
    finalClockPeriodUsage_pct 66.8 \
    endpoint_kind "output pin" \
    postRouteAntennaNets 0 \
    critPathArrivalTime_ps 5150 \
    most-common-layout-cells "nand2_1, a21oi_1, dfxtp_1" \
    worst_hold_slack_ps 453 \
    ys.flop_type "dfxtp_1" \
    insertion_delay_ps 560 \
    vias 14700 \
    clk_pin_slew_ps 60 \
    status "completed" \
    synth-area-yosys_um2 16500 \
    io_pins 132 \
    drt_first_pass_iters 7 \
    area_growth_pct 15.8 \
    netlist_area_um2 16500 \
    mostFrequentLayoutCell "nand2_1" \
    via_per_inst 5.45 \
    routed_wl_um 49900 \
    met3_length_um 3560 \
    p_comb_share_pct 38.4 \
    fillerInstances 3896 \
    p_leak_uw 0.00725 \
    min_path_type "reg -> reg" \
    grt_use_total_pct 24.6 \
    path_max_fanout 12 \
    finalPower_uw 3310 \
    wl_per_cell_um 18.5 \
    setup_total_negative_slack_ps 0 \
    placed_cell_area_um2 18300 \
    core_area_um2 40800 \
    worst_pin_slew_ps 779 \
    post_cts_buffers 0 \
    hold_buffers 0 \
    drive_gt1_share_pct 4.57 \
    setup_viol_count_final 0 \
    dr_wl_met2_um 23000 \
    intPower_uw 2140 \
    grt_max_degree 135 \
    critical_path_class "reg -> out" \
    cp_common_cell "a21o_1" \
    antenna_found_initial 0 \
    edf_count 66 \
    fin_skew_ps 16.9 \
    crit_buf_inv 2 \
    p_sw_uw 1170 \
    sequentialPowerShare_pct 34.3 \
    yosysCellCount 2070 \
    grt_pass1_wl_um 77900 \
    place.port_buffers 131 \
    yosysWarnings 2 \
    hold_viol_final 0 \
    peakVddDrop_mv 0.122 \
]
[state kept, by name, indices dropped and copies added, names as in the netlist]
register and count:
right_sign 1, comp.dividend 32, comp.quotient_msk 32, comp.done 1
comp.quotient 32, comp.divisor 63, comp.out_quotient 32, left_sign 1
right_save 32, comp.out_remainder 32, comp.running 1
[tightest hold or removal path, delay by kind of cell (launching register included)]
| family | cells | cell delay, ps |
|---|---|---|
| flip-flops | 1 | 310 |
| AND/OR/NAND/NOR | 2 | 100 |
[final timing paths]
| path | from | endpoint | slack [ps] | cells past startpoint |
|---|---|---|---|---|
| min reg2reg | comp.divisor[42]$_DFF_P_ | comp.divisor[41]$_DFF_P_ | 450 | 2 |
| max | comp.out_remainder[13]$_SDFFE_PP0P_ | out_remainder[31] | 3650 | 14 |
| min | comp.divisor[42]$_DFF_P_ | comp.divisor[41]$_DFF_P_ | 450 | 2 |
| max reg2reg | comp.dividend[18]$_DFFE_PP_ | comp.dividend[19]$_DFFE_PP_ | 7020 | 13 |
[cell usage after synthesis (11+ instances only)]
master / count / share of area, %
nand2_1: 316 / 7.2
a21oi_1: 200 / 6.1
dfxtp_1: 193 / 23
nor2_1: 134 / 3.0
inv_1: 130 / 3.0
o21ai_0: 126 / 3.8
ha_1: 99 / 7.5
xnor2_1: 95 / 5.0
clkbuf_1: 80 / 1.8
edfxtp_1: 66 / 12
nor3_1: 65 / 2.0
xor2_1: 60 / 3.2
nand3_1: 49 / 1.5
nand2b_1: 46 / 1.7
a21o_1: 36 / 1.6
nor4_1: 34 / 1.3
o31ai_1: 32 / 1.5
o21a_1: 26 / 1.2
or3_1: 26 / 0.98
nand4_1: 18 / 0.68
nor2b_1: 13 / 0.49
o211ai_1: 13 / 0.59
a31oi_1: 12 / 0.45
or4_1: 12 / 0.55
a211oi_1: 11 / 0.50
and3_1: 11 / 0.42
o21ai_1: 11 / 0.33
[metrics by stage]
stage / cells / util, %
4_1_cts: 2700 / 46.9
3_5_place_dp: 2650 / 44.7
3_3_place_gp: 2650 / 44.7
6_report: 2700 / 46.9
2_1_floorplan: 2070 / -
5_1_grt: 2700 / 46.9
[power by group through the flow]
stage / combinational, uW / clock, uW / sequential [uW]
CTS: 1280 / 925 / 1130
global route: 1410 / 959 / 1140
finish: 1270 / 904 / 1130
[cell type report]
class / instances / share of cell area, %
flip-flops and latches: 259 / 30.6
well taps: 532 / 3.48
repair buffers: 150 / 7.64
clock inverters: 8 / 0.333
multi-input cells: 1578 / 51.1
clock buffers: 42 / 4.30
inverters: 131 / 2.57
[cell families (layout without fill, tap and decap cells)]
group           Yosys count  count (layout)  synth area share (%)
mux                       6               6                 0.363
fa+ha+maj               101             101                  7.74
xor+xnor                155             155                  8.22
simple gates            756             756                  21.4
buf+inv                 233             331                  5.66
flops                   259             259                  35.4
compound gates          560             560                  21.2
[layer usage]
| metal | up-vias | GRT usage [%] |
|---|---|---|
| met5 | - | 0 |
| met4 | 0 | 3.25 |
| met3 | 45 | 5.52 |
| met2 | 405 | 38.9 |
| met1 | 6843 | 36.1 |
| li1 | 7418 | - |
